--- design/flow/design.v ---
module gf2_matrix_inverter 
	(input clk,
	 input rst,
	 input str,
	 input [15:0] input_matrix,
	 output [15:0] output_matrix,
	 output bsy,
	 output fin);
localparam s0 = 0;
localparam s1 = 1;
localparam s2 = 2;
localparam s3 = 3;
localparam s4 = 4;
localparam s5 = 5;
localparam s6 = 6;
reg [2:0] present_state = s0;
reg [2:0] next_state;
reg done, done_next;
always@(*)
begin
	case (present_state)
		s0 : begin
			if (str == 1)
				next_state = s1;
			else
				next_state = s0;
			done_next = 0;
			end
		s1 : begin
			next_state = s2;
			done_next = 0;
			end
		s2 : begin
			next_state = s3;
			done_next = 0;
			end
		s3 : begin
			next_state = s4;
			done_next = 0;
			end
		s4 : begin
			next_state = s5;
			done_next = 0;
			end
		s5 : begin
			next_state = s6;
			done_next = 0;
			end
		s6 : begin
			next_state = s0;
			done_next = 1;
			end
		default : begin
			next_state = s0;
			done_next = 0;
			end
	endcase
end
reg [15:0] intermediate;
reg [15:0] inverse;
reg [15:0] intermediate_next;
reg [15:0] inverse_next;
always@(*)
begin
	case (present_state)
	s0 : begin
		intermediate_next = input_matrix;
		inverse_next = 16'h8421;
		end
	s1 : begin
		intermediate_next = intermediate;
		inverse_next = inverse;
		if (intermediate[11] == 1)
			begin
			intermediate_next[11:8] = intermediate[11:8] ^ intermediate[15:12];
			inverse_next[11:8] = inverse[11:8] ^ inverse[15:12];	
			end
		if (intermediate[7] == 1)
			begin
			intermediate_next[7:4] = intermediate[7:4] ^ intermediate[15:12];
			inverse_next[7:4] = inverse[7:4] ^ inverse[15:12];	
			end
		if (intermediate[3] == 1)
			begin
			intermediate_next[3:0] = intermediate[3:0] ^ intermediate[15:12];
			inverse_next[3:0] = inverse[3:0] ^ inverse[15:12];	
			end
		end
	s2 : begin
		intermediate_next = intermediate;
		inverse_next = inverse;
		if (intermediate[6] == 1)
			begin
			intermediate_next[7:4] = intermediate[7:4] ^ intermediate[11:8];
			inverse_next[7:4] = inverse[7:4] ^ inverse[11:8];	
			end
		if (intermediate[2] == 1)
			begin
			intermediate_next[3:0] = intermediate[3:0] ^ intermediate[11:8];
			inverse_next[3:0] = inverse[3:0] ^ inverse[11:8];	
			end
		end
	s3 : begin
		intermediate_next = intermediate;
		inverse_next = inverse;
		if (intermediate[1] == 1)
			begin
			intermediate_next[3:0] = intermediate[3:0] ^ intermediate[7:4];
			inverse_next[3:0] = inverse[3:0] ^ inverse[7:4];	
			end
		end
	s4 : begin
		intermediate_next = intermediate;
		inverse_next = inverse;
		if (intermediate[12] == 1)
			begin
			intermediate_next[15:12] = intermediate[15:12] ^ intermediate[3:0];
			inverse_next[15:12] = inverse[15:12] ^ inverse[3:0];	
			end
		if (intermediate[8] == 1)
			begin
			intermediate_next[11:8] = intermediate[11:8] ^ intermediate[3:0];
			inverse_next[11:8] = inverse[11:8] ^ inverse[3:0];	
			end
		if (intermediate[4] == 1)
			begin
			intermediate_next[7:4] = intermediate[7:4] ^ intermediate[3:0];
			inverse_next[7:4] = inverse[7:4] ^ inverse[3:0];	
			end
		end
	s5 : begin
		intermediate_next = intermediate;
		inverse_next = inverse;
		if (intermediate[13] == 1)
			begin
			intermediate_next[15:12] = intermediate[15:12] ^ intermediate[7:4];
			inverse_next[15:12] = inverse[15:12] ^ inverse[7:4];	
			end
		if (intermediate[9] == 1)
			begin
			intermediate_next[11:8] = intermediate[11:8] ^ intermediate[7:4];
			inverse_next[11:8] = inverse[11:8] ^ inverse[7:4];	
			end
		end
	s6 : begin
		intermediate_next = intermediate;
		inverse_next = inverse;
		if (intermediate[14] == 1)
			begin
			intermediate_next[15:12] = intermediate[15:12] ^ intermediate[11:8];
			inverse_next[15:12] = inverse[15:12] ^ inverse[11:8];	
			end
		end 
	default : begin
			intermediate_next = input_matrix;
			inverse_next = 16'h8421;
			end
	endcase
end
always@(posedge clk)
begin
	if (rst == 0)
	begin
		present_state <= s0;
		intermediate <= 16'd0;
		inverse <= 16'd0;
		done <= 0;
	end
	else
	begin
		present_state <= next_state;
		intermediate <= intermediate_next;
		inverse <= inverse_next;
		done <= done_next;
	end
end
assign output_matrix = done ? inverse : 16'bx;
assign bsy = (present_state != s0) ? 1'b1 : 1'b0;
assign fin = done;
endmodule
--- design/flow/run.sh ---
#!/bin/bash
# OpenROAD 26Q1-2900-gdf79404cd8, Yosys 0.63+post, stock flow scripts
make -C /OpenROAD-flow-scripts/flow DESIGN_CONFIG=/design/flow/config.mk WORK_HOME=/design/flow/orfs finish
--- design/flow/config.mk ---
export PLATFORM = sky130hd
export DESIGN_NAME = gf2_matrix_inverter
export DESIGN_NICKNAME = gf2_matrix_inverter
export VERILOG_FILES = /design/flow/design.v
export SDC_FILE = /design/flow/constraint.sdc
export NUM_CORES = 4
export LEC_CHECK = 1
export CORE_UTILIZATION = 30
--- design/flow/constraint.sdc ---
current_design gf2_matrix_inverter

set clk_period 3.4
set clk_io_pct 0.2

create_clock -name clk0 -period $clk_period [get_ports {clk}]

set non_clock_inputs [all_inputs -no_clocks]
set_input_delay [expr $clk_period * $clk_io_pct] -clock clk0 $non_clock_inputs
set_output_delay [expr $clk_period * $clk_io_pct] -clock clk0 [all_outputs]
==> results_slide.txt <==
Key Metrics from the Run

Synth
  • Cells after synthesis: 440
  • YS chip area: 3360 um2
  • Seq share, synth: 0.214
  • Synth cell types: 75
  • Post-synthesis async set-or-reset flop share: 0
  • Ys Warns: 1
  • Post-synth EDFFs: 0
  • Yosys reg bits: 36
  • Synth Flop Type: dfxtp_1
  • Synth Cell Area: 3360 um2
  • Avg Inst Size Synth: 7.64 um2
  • Ys cells: 440

Setup path
  • Startpoint types: register
  • Crit path max-delay family: flip-flops
  • Critical-path maximum fanout: 24
  • CP peak stage delay: 0.86 ns
  • WP buf/inv: 1
  • Critical path class: reg2out
  • Critical Path Sink Type: output port
  • Cells along the critical path: nor2_2, nand2_1, clkdlybuf4s50_1
  • Worst r2r src: present_state[1]
  • CP max-delay cell: dfxtp_1
  • Crit path required time: 2.72 ns
  • Critical path arrival: 2.13 ns
  • Crit. Startpoint: present_state[1]

Clocking
  • Post-CTS setup buffer count: 0
  • Hold_buf cts: 0
  • Post_cts resized: 0
  • H-tree levels: 2
  • Root buffer cell: clkbuf_8
  • Clk sinks: 36
  • Clock Path Buffers: 2
  • CTS clk-pin slew, worst paths: 0.08 ns
  • Insertion Delay late pin: 0.30 ns
  • Num CTS Buffers: 5
  • CTS tree: built

Finish
  • Number of fill cells: 1122
  • Share of cells above drive strength 1: 0.0795
  • FF+latch area: 722 um2
  • Most common logic cells in the final layout: 36 x clkdlybuf4s50_1, 35 x a21oi_1, 35 x dfxtp_1
  • Logic area: 2280 um2
  • Most frequent logic cell in the layout: clkdlybuf4s50_1
  • Layout area overhead: 11.6%

Flow run
  • Total tool warning count: 25
  • Max-cap violations: 0

Power and ir drop
  • Leakage: 1.30 nW
  • Switch Pwr: 613 uW
  • Sequential share of power: 0.384
  • Sw Ratio: 0.397
  • Cell Int Power: 930 uW
  • Clock power share: 0.258
  • Combinational share of power: 0.358
  • Power Density: 412 nW/um2
  • Worst vdd ir: 0.188 mV

Routing
  • TritonRoute pass-1 iters: 5
  • Wire per inst: 19.8 um
  • Remaining DRCs: 0
  • Total number of vias: 3590
  • Routed Antenna Nets: 0
  • Avg Vias per Cell: 6.19
  • DR iter-0 viols: 285
  • DRT Wirelength: 11.5 mm
  • Number of diodes: 0

Floorplan
  • IO Pins: 37
  • Die Ht: 108 um
  • Die area: 11600 um2
  • Core Region: 10900 um2
  • Overall die width: 108 um
  • FP Rows: 38
  • Fp util: 0.309

Final timing
  • Hold Slack: 0.543 ns
  • Final worst-path cycle share: 0.826
  • RSZ-0062 raised after global routing: no
  • Pins Over Slew Limit: 0
  • Worst-Margin Slew: 0.817 ns
  • Final Setup Violations: 0
  • Setup TNS: 0 ns
  • Clk_skew: 0.00508 ns
  • Max-slew headroom: 0.455
  • Final Hold Vio Count: 0
  • Min Tclk post-route: 2.81 ns
  • Max Freq: 356 MHz

GRT
  • Grt ovf: 0
  • Antenna violations before repair: 0
  • Gr usage total: 0.205
  • Largest net degree at the start of global routing: 43
  • First-pass GRT wire length: 18.1 mm
  • Vias in the first global route: 3266

Placement
  • IO buf count: 36
  • GPL Wtd Cong: 0.918
  • Final HPWL from detailed placement: 7.59 mm

Status
  • Outcome: completed

Hold path
  • Hold path start: intermediate[10]
  • Type of the most critical hold path: reg2reg
-- cells by family after synthesis --
| family | share of synthesized area |
|---|---|
| DFF | 0.214 |
| muxes | 0.0410 |
| xor gates and xnor gates | 0.0443 |
| buffers and inverters | 0.108 |
| and+or+nand+nor | 0.200 |
| adders and majority gates | 0.0447 |
| AOI/OAI and AO/OA | 0.347 |
-- sequential cells by signal (all words and copies together) (netlist names) --
name	count
inverse	16
intermediate	16
present_state	3
done	1
-- power by group through the flow --
stage / clock network [mW] / registers, mW / logic, mW
finish: 0.398 / 0.593 / 0.553
global route: 0.424 / 0.600 / 0.613
CTS: 0.401 / 0.589 / 0.545
-- per-stage QoR --
step / util / instances / area [um2] / worst slack (ns) / power [mW]
floorplan: - / 440 / 3360 / 1.75 / 0.976
global placement: 0.335 / 572 / 3640 / 0.951 / 1.14
finish: 0.344 / 580 / 3750 / 0.591 / 1.54
CTS: 0.344 / 580 / 3750 / 0.563 / 1.54
global route: 0.344 / 580 / 3750 / 0.476 / 1.64
detailed placement: 0.335 / 572 / 3640 / 0.899 / 1.14
-- cells in the mapped netlist (4+ instances only) --
| cell | n | area share |
|---|---|---|
| xor2_1 | 14 | 0.036 |
| inv_1 | 11 | 0.012 |
| nor3_1 | 9 | 0.013 |
| and3_1 | 9 | 0.017 |
| nand3_1 | 10 | 0.015 |
| a22o_1 | 5 | 0.013 |
| o32ai_1 | 4 | 0.010 |
| a22oi_1 | 8 | 0.018 |
| o21ai_1 | 6 | 0.0089 |
| ha_1 | 12 | 0.045 |
| a21oi_1 | 35 | 0.052 |
| buf_4 | 5 | 0.011 |
| nand2b_1 | 9 | 0.017 |
| nor2_1 | 25 | 0.028 |
| a211oi_1 | 7 | 0.016 |
| o21ai_0 | 28 | 0.042 |
| mux2_2 | 6 | 0.020 |
| o221ai_1 | 5 | 0.013 |
| nand2_1 | 27 | 0.030 |
| mux2i_1 | 7 | 0.021 |
| o31ai_1 | 4 | 0.0089 |
| buf_6 | 11 | 0.037 |
| clkbuf_1 | 18 | 0.020 |
| dfxtp_1 | 36 | 0.21 |
| o211ai_1 | 4 | 0.0089 |
| nand4_1 | 7 | 0.013 |
| nor2b_1 | 7 | 0.013 |
| o22ai_1 | 18 | 0.034 |
| buf_2 | 15 | 0.022 |
-- layer usage --
layer	vias up	GRT usage	wire (um)
met4	0	0.0675	357
met5	-	0	0
met2	215	0.291	4860
met1	1685	0.306	5060
li1	1660	-	-
met3	30	0.0469	1200
-- worst paths after layout --
check	end	slack, ns	cells after the start
worst min-delay path	intermediate[10]	0.54	2
worst max register to register	inverse[0]	0.86	4
worst max-delay path	bsy	0.59	3
worst min register to register	intermediate[10]	0.54	2
-- worst min-delay path, delay by kind of cell (launching register included) --
family	cells	cell delay (ns)
flops	1	0.33
compound gates	2	0.18
-- layout make-up --
cell class	count	area share
multi-input combinational	339	0.607
timing repair buffer	44	0.112
inverter	13	0.0130
sequential	36	0.193
tap	140	0.0467
clock buffer	6	0.0194
clock inverter	2	0.00934
No activity file was given, so power comes from the tool's default toggle rates.
