==> flow/run.sh <==
#!/bin/bash
# OpenROAD 26Q1-2900-gdf79404cd8, Yosys 0.63+post, stock flow scripts
make -C /OpenROAD-flow-scripts/flow DESIGN_CONFIG=/design/flow/config.mk WORK_HOME=/design/flow/orfs finish
==> flow/config.mk <==
export PLATFORM = sky130hd
export DESIGN_NAME = xor_nn
export DESIGN_NICKNAME = xor_nn
export VERILOG_FILES = /design/flow/design.v
export SDC_FILE = /design/flow/constraint.sdc
export NUM_CORES = 4
export LEC_CHECK = 1
export CORE_UTILIZATION = 50
export SYNTH_MEMORY_MAX_BITS = 65536
==> flow/constraint.sdc <==
current_design xor_nn

set clk_period 7.0
set clk_io_pct 0.2

create_clock -name clk0 -period $clk_period [get_ports {clk}]

set non_clock_inputs [all_inputs -no_clocks]
set_input_delay [expr $clk_period * $clk_io_pct] -clock clk0 $non_clock_inputs
set_output_delay [expr $clk_period * $clk_io_pct] -clock clk0 [all_outputs]
==> flow/design.v <==
module sigmoid (input signed [15:0] inp, 
		output reg [15:0] outp);
	reg [15:0] rom [255:0];
	wire [7:0] sel;
	initial
	begin
		rom[0] = 16'b0000000010000000;
		rom[1] = 16'b0000000010000001;
		rom[2] = 16'b0000000010000010;
		rom[3] = 16'b0000000010000011;
		rom[4] = 16'b0000000010000100;
		rom[5] = 16'b0000000010000101;
		rom[6] = 16'b0000000010000110;
		rom[7] = 16'b0000000010000111;
		rom[8] = 16'b0000000010001000;
		rom[9] = 16'b0000000010001001;
		rom[10] = 16'b0000000010001010;
		rom[11] = 16'b0000000010001011;
		rom[12] = 16'b0000000010001100;
		rom[13] = 16'b0000000010001101;
		rom[14] = 16'b0000000010001110;
		rom[15] = 16'b0000000010001111;
		rom[16] = 16'b0000000010010000;
		rom[17] = 16'b0000000010010001;
		rom[18] = 16'b0000000010010010;
		rom[19] = 16'b0000000010010011;
		rom[20] = 16'b0000000010010100;
		rom[21] = 16'b0000000010010101;
		rom[22] = 16'b0000000010010110;
		rom[23] = 16'b0000000010010111;
		rom[24] = 16'b0000000010011000;
		rom[25] = 16'b0000000010011001;
		rom[26] = 16'b0000000010011010;
		rom[27] = 16'b0000000010011011;
		rom[28] = 16'b0000000010011100;
		rom[29] = 16'b0000000010011101;
		rom[30] = 16'b0000000010011110;
		rom[31] = 16'b0000000010011111;
		rom[32] = 16'b0000000010100000;
		rom[33] = 16'b0000000010100001;
		rom[34] = 16'b0000000010100010;
		rom[35] = 16'b0000000010100011;
		rom[36] = 16'b0000000010100100;
		rom[37] = 16'b0000000010100101;
		rom[38] = 16'b0000000010100110;
		rom[39] = 16'b0000000010100111;
		rom[40] = 16'b0000000010101000;
		rom[41] = 16'b0000000010101001;
		rom[42] = 16'b0000000010101010;
		rom[43] = 16'b0000000010101011;
		rom[44] = 16'b0000000010101100;
		rom[45] = 16'b0000000010101101;
		rom[46] = 16'b0000000010101110;
		rom[47] = 16'b0000000010101111;
		rom[48] = 16'b0000000010110000;
		rom[49] = 16'b0000000010110001;
		rom[50] = 16'b0000000010110010;
		rom[51] = 16'b0000000010110011;
		rom[52] = 16'b0000000010110100;
		rom[53] = 16'b0000000010110101;
		rom[54] = 16'b0000000010110110;
		rom[55] = 16'b0000000010110111;
		rom[56] = 16'b0000000010111000;
		rom[57] = 16'b0000000010111001;
		rom[58] = 16'b0000000010111010;
		rom[59] = 16'b0000000010111011;
		rom[60] = 16'b0000000010111100;
		rom[61] = 16'b0000000010111101;
		rom[62] = 16'b0000000010111110;
		rom[63] = 16'b0000000010111111;
		rom[64] = 16'b0000000011000000;
		rom[65] = 16'b0000000011000001;
		rom[66] = 16'b0000000011000010;
		rom[67] = 16'b0000000011000011;
		rom[68] = 16'b0000000011000100;
		rom[69] = 16'b0000000011000101;
		rom[70] = 16'b0000000011000110;
		rom[71] = 16'b0000000011000111;
		rom[72] = 16'b0000000011001000;
		rom[73] = 16'b0000000011001001;
		rom[74] = 16'b0000000011001010;
		rom[75] = 16'b0000000011001011;
		rom[76] = 16'b0000000011001100;
		rom[77] = 16'b0000000011001101;
		rom[78] = 16'b0000000011001110;
		rom[79] = 16'b0000000011001111;
		rom[80] = 16'b0000000011010000;
		rom[81] = 16'b0000000011010001;
		rom[82] = 16'b0000000011010010;
		rom[83] = 16'b0000000011010011;
		rom[84] = 16'b0000000011010100;
		rom[85] = 16'b0000000011010101;
		rom[86] = 16'b0000000011010110;
		rom[87] = 16'b0000000011010111;
		rom[88] = 16'b0000000011011000;
		rom[89] = 16'b0000000011011001;
		rom[90] = 16'b0000000011011010;
		rom[91] = 16'b0000000011011011;
		rom[92] = 16'b0000000011011100;
		rom[93] = 16'b0000000011011101;
		rom[94] = 16'b0000000011011110;
		rom[95] = 16'b0000000011011111;
		rom[96] = 16'b0000000011100000;
		rom[97] = 16'b0000000011100001;
		rom[98] = 16'b0000000011100010;
		rom[99] = 16'b0000000011100011;
		rom[100] = 16'b0000000011100100;
		rom[101] = 16'b0000000011100101;
		rom[102] = 16'b0000000011100110;
		rom[103] = 16'b0000000011100111;
		rom[104] = 16'b0000000011101000;
		rom[105] = 16'b0000000011101001;
		rom[106] = 16'b0000000011101010;
		rom[107] = 16'b0000000011101011;
		rom[108] = 16'b0000000011101100;
		rom[109] = 16'b0000000011101101;
		rom[110] = 16'b0000000011101110;
		rom[111] = 16'b0000000011101111;
		rom[112] = 16'b0000000011110000;
		rom[113] = 16'b0000000011110001;
		rom[114] = 16'b0000000011110010;
		rom[115] = 16'b0000000011110011;
		rom[116] = 16'b0000000011110100;
		rom[117] = 16'b0000000011110101;
		rom[118] = 16'b0000000011110110;
		rom[119] = 16'b0000000011110111;
		rom[120] = 16'b0000000011111000;
		rom[121] = 16'b0000000011111001;
		rom[122] = 16'b0000000011111010;
		rom[123] = 16'b0000000011111011;
		rom[124] = 16'b0000000011111100;
		rom[125] = 16'b0000000011111101;
		rom[126] = 16'b0000000011111110;
		rom[127] = 16'b0000000011111111;
		rom[128] = 16'b0000000001111111;
		rom[129] = 16'b0000000001111110;
		rom[130] = 16'b0000000001111101;
		rom[131] = 16'b0000000001111100;
		rom[132] = 16'b0000000001111011;
		rom[133] = 16'b0000000001111010;
		rom[134] = 16'b0000000001111001;
		rom[135] = 16'b0000000001111000;
		rom[136] = 16'b0000000001110111;
		rom[137] = 16'b0000000001110110;
		rom[138] = 16'b0000000001110101;
		rom[139] = 16'b0000000001110100;
		rom[140] = 16'b0000000001110011;
		rom[141] = 16'b0000000001110010;
		rom[142] = 16'b0000000001110001;
		rom[143] = 16'b0000000001110000;
		rom[144] = 16'b0000000001101111;
		rom[145] = 16'b0000000001101110;
		rom[146] = 16'b0000000001101101;
		rom[147] = 16'b0000000001101100;
		rom[148] = 16'b0000000001101011;
		rom[149] = 16'b0000000001101010;
		rom[150] = 16'b0000000001101001;
		rom[151] = 16'b0000000001101000;
		rom[152] = 16'b0000000001100111;
		rom[153] = 16'b0000000001100110;
		rom[154] = 16'b0000000001100101;
		rom[155] = 16'b0000000001100100;
		rom[156] = 16'b0000000001100011;
		rom[157] = 16'b0000000001100010;
		rom[158] = 16'b0000000001100001;
		rom[159] = 16'b0000000001100000;
		rom[160] = 16'b0000000001011111;
		rom[161] = 16'b0000000001011110;
		rom[162] = 16'b0000000001011101;
		rom[163] = 16'b0000000001011100;
		rom[164] = 16'b0000000001011011;
		rom[165] = 16'b0000000001011010;
		rom[166] = 16'b0000000001011001;
		rom[167] = 16'b0000000001011000;
		rom[168] = 16'b0000000001010111;
		rom[169] = 16'b0000000001010110;
		rom[170] = 16'b0000000001010101;
		rom[171] = 16'b0000000001010100;
		rom[172] = 16'b0000000001010011;
		rom[173] = 16'b0000000001010010;
		rom[174] = 16'b0000000001010001;
		rom[175] = 16'b0000000001010000;
		rom[176] = 16'b0000000001001111;
		rom[177] = 16'b0000000001001110;
		rom[178] = 16'b0000000001001101;
		rom[179] = 16'b0000000001001100;
		rom[180] = 16'b0000000001001011;
		rom[181] = 16'b0000000001001010;
		rom[182] = 16'b0000000001001001;
		rom[183] = 16'b0000000001001000;
		rom[184] = 16'b0000000001000111;
		rom[185] = 16'b0000000001000110;
		rom[186] = 16'b0000000001000101;
		rom[187] = 16'b0000000001000100;
		rom[188] = 16'b0000000001000011;
		rom[189] = 16'b0000000001000010;
		rom[190] = 16'b0000000001000001;
		rom[191] = 16'b0000000001000000;
		rom[192] = 16'b0000000000111111;
		rom[193] = 16'b0000000000111110;
		rom[194] = 16'b0000000000111101;
		rom[195] = 16'b0000000000111100;
		rom[196] = 16'b0000000000111011;
		rom[197] = 16'b0000000000111010;
		rom[198] = 16'b0000000000111001;
		rom[199] = 16'b0000000000111000;
		rom[200] = 16'b0000000000110111;
		rom[201] = 16'b0000000000110110;
		rom[202] = 16'b0000000000110101;
		rom[203] = 16'b0000000000110100;
		rom[204] = 16'b0000000000110011;
		rom[205] = 16'b0000000000110010;
		rom[206] = 16'b0000000000110001;
		rom[207] = 16'b0000000000110000;
		rom[208] = 16'b0000000000101111;
		rom[209] = 16'b0000000000101110;
		rom[210] = 16'b0000000000101101;
		rom[211] = 16'b0000000000101100;
		rom[212] = 16'b0000000000101011;
		rom[213] = 16'b0000000000101010;
		rom[214] = 16'b0000000000101001;
		rom[215] = 16'b0000000000101000;
		rom[216] = 16'b0000000000100111;
		rom[217] = 16'b0000000000100110;
		rom[218] = 16'b0000000000100101;
		rom[219] = 16'b0000000000100100;
		rom[220] = 16'b0000000000100011;
		rom[221] = 16'b0000000000100010;
		rom[222] = 16'b0000000000100001;
		rom[223] = 16'b0000000000100000;
		rom[224] = 16'b0000000000011111;
		rom[225] = 16'b0000000000011110;
		rom[226] = 16'b0000000000011101;
		rom[227] = 16'b0000000000011100;
		rom[228] = 16'b0000000000011011;
		rom[229] = 16'b0000000000011010;
		rom[230] = 16'b0000000000011001;
		rom[231] = 16'b0000000000011000;
		rom[232] = 16'b0000000000010111;
		rom[233] = 16'b0000000000010110;
		rom[234] = 16'b0000000000010101;
		rom[235] = 16'b0000000000010100;
		rom[236] = 16'b0000000000010011;
		rom[237] = 16'b0000000000010010;
		rom[238] = 16'b0000000000010001;
		rom[239] = 16'b0000000000010000;
		rom[240] = 16'b0000000000001111;
		rom[241] = 16'b0000000000001110;
		rom[242] = 16'b0000000000001101;
		rom[243] = 16'b0000000000001100;
		rom[244] = 16'b0000000000001011;
		rom[245] = 16'b0000000000001010;
		rom[246] = 16'b0000000000001001;
		rom[247] = 16'b0000000000001000;
		rom[248] = 16'b0000000000000111;
		rom[249] = 16'b0000000000000110;
		rom[250] = 16'b0000000000000101;
		rom[251] = 16'b0000000000000100;
		rom[252] = 16'b0000000000000011;
		rom[253] = 16'b0000000000000010;
		rom[254] = 16'b0000000000000001;
		rom[255] = 16'b0000000000000000;
	end
	assign sel = inp[9:2];
	always@(*)
	begin
		if (inp > 511)
			outp <= 16'b0000000100000000;
		else if (inp < -511)
			outp <= 16'b0000000000000000;
		else
			outp <= rom [sel];
	end
endmodule
module neuron_1 (input clk,
		 input rst,
		 input en,
		 input [15:0] x1, 
		 output reg [15:0] f);
	reg signed [15:0] xa;
	wire signed [15:0] fa;
	always@(posedge clk)
	begin
		if (rst)
		begin
			xa <= 16'd0;
			f <= 16'd0;
		end
		else if (en)
		begin
			xa <= x1 << 4;
			f <= fa;
		end
	end			   
	sigmoid sgmd (xa, fa);
endmodule
module neuron_2 (input clk,
		 input rst,
		 input en,
		 input [15:0] x1, 
		 output reg [15:0] f);
	reg signed [15:0] xa;
	wire signed [15:0] fa;
	always@(posedge clk)
	begin
		if (rst)
		begin
			xa <= 16'd0;
			f <= 16'd0;
		end
		else if (en)
		begin
			xa <= -(x1 << 4);
			f <= fa;
		end
	end			   
	sigmoid sgmd (xa, fa);
endmodule
module neuron_3 (input clk,
		 input rst,
		 input en,
		 input [15:0] x1, 
		 input [15:0] x2,
		 output reg [15:0] f);
	reg signed [15:0] xa;
	wire signed [15:0] fa;
	always@(posedge clk)
	begin
		if (rst)
		begin
			xa <= 16'd0;
			f <= 16'd0;
		end
		else if (en)
		begin
			xa <= (((x1 + x2) << 4) - ((16'd24) << 8));
			f <= fa;
		end
	end			   
	sigmoid sgmd (xa, fa);
endmodule
module neuron_4 (input clk,
		 input rst,
		 input en,
		 input [15:0] x1, 
		 input [15:0] x2,
		 output reg [15:0] f);
	reg signed [15:0] xa;
	wire signed [15:0]	fa;
	always@(posedge clk)
	begin
		if (rst)
		begin
			xa <= 16'd0;
			f <= 16'd0;
		end
		else if (en)
		begin
			xa <= (((x1 + x2) << 4) - ((16'd8) << 8));
			f <= fa;
		end
	end			   
	sigmoid sgmd (xa, fa);
endmodule
module xor_nn (input clk,
	       input rst,
	       input en,
	       input [15:0] x1,
	       input [15:0] x2,
	       output cl);
	wire signed [15:0] f1, f2, f3, f4, f5, f6, f7;
	neuron_1 n1 (clk, rst, en, x1, f1);
	neuron_1 n2 (clk, rst, en, x2, f2);
	neuron_2 n3 (clk, rst, en, x1, f3);
	neuron_2 n4 (clk, rst, en, x2, f4);
	neuron_3 n5 (clk, rst, en, f1, f2, f5);
	neuron_3 n6 (clk, rst, en, f3, f4, f6);
	neuron_4 n7 (clk, rst, en, f5, f6, f7);
	assign cl = ~f7[8];
endmodule
==> results_slide.txt <==
Run Summary

Status
  – Status: finished clean

Routing
  – WL final: between 10000 and 15000 um
  – Final antenna diode count: 0
  – Length of the first detailed-routing pass in iterations: 4
  – Detail-routed via count per cell: 5.412
  – Overall via count from detail_route: about 5000
  – Number of design-rule violations left by the first detailed-router iteration: around 240
  – Number of remaining DRC errors: 0
  – Tally of nets with antenna violations remaining after routing: 0
  – Detailed-route wire length per cell: 15.48 um

Global route
  – Overall routing resource usage: 20.93%
  – Pin count of the biggest net entering global routing: 60
  – Number of global-route vias before repair: ~4900
  – Total grt overflow: 0
  – Initial antenna violation count: 0
  – First-pass GRT wire length: 24030 um

Clocking
  – Latency at later pin: 420 ps
  – Post-CTS setup buffer count: 0
  – CTS buffer count: 17
  – Resized Gates After CTS: 0
  – Number of buffers on the longest clock path: 2
  – Clock Tree Root: clkbuf_16
  – CTS Hold Bufs: 0
  – Clk sink count: 168
  – Total number of H-tree levels: 4
  – Clk pin slew, worst setup/hold paths: 60 ps
  – TritonCTS clock tree: built

Logic synthesis
  – Most used standard cells in the synthesized netlist: dfxtp_1, nor2_1, mux2i_1
  – Post-synthesis cell type with the largest instance count: dfxtp_1
  – Number of flip-flops and latches in the synthesized netlist: 168
  – Post-synth top flop: dfxtp_1
  – Synth top area cells: dfxtp_1, mux2i_1, ha_1
  – Dominant cell type by area after synthesis: dfxtp_1
  – Post-synthesis chip area from yosys: around 0.0073 mm^2
  – Post-Syn Area per Cell: 9.879 um^2
  – Combined area of all synthesized cells: around 0.0073 mm^2
  – Area share of the largest cell type after synthesis: 46.00%
  – Fraction of the yosys area taken by sequential cells: a little under half
  – Post-Syn Instances: about 740
  – Post-synth tally of flip-flops with integrated enable: 0
  – Number of standard cells reported by yosys: 740
  – Share of flip-flops with an asynchronous set or reset: 0%
  – Library cells used by synthesis: 54
  – Number of synthesis warnings: 5

Worst setup path
  – Data required time of the worst path: ~7300 ps
  – Cell chain of the critical path: buf_4 > buf_4 > mux2i_1 > nor2_1 > xor2_1
  – Total buffers and inverters traversed by the critical path: 2
  – Cell repeated most along the worst path: buf_4
  – Largest stage delay on the critical path: around 730 ps
  – Signal arrival time at the worst endpoint: approximately 3600 ps
  – Class of the most critical setup path: in2reg
  – CP max FO: 59
  – Standard cell with the maximum stage delay on the critical path: buf_4
  – Critical path endpoint category: flop
  – Category of cells accounting for the largest share of critical-path delay: buffers and inverters
  – Startpoint types: input pin

Power
  – P per Cell Area: 272.8 mW/mm^2
  – Worst VDD drop: 0.0001806 V
  – Pleak: 0.003581 uW

Layout
  – Fraction of layout instances using a drive strength above 1: 6.928%
  – P&R area growth vs syn: 13.83%
  – Post-layout utilization of the core: 59.04%
  – Count of non-filler cells in the finished layout: 945

Placed design
  – Final weighted congestion of routability-driven global placement: about 0.84
  – DP Wirelength: about 10000 um
  – Port bufs: 27
  – Placed insts: 913

STA
  – Unrepaired setup endpoints after global routing: no
  – Fin. Hold Viols: 0
  – Time the worst path needs with I/O delays and setup: 3347 ps
  – Worst-margin pin slew: 779.6 ps
  – Number of max-slew violations in the final report: 0
  – Worst slew slack as a fraction of its limit: 48.03%
  – Portion of the clock cycle consumed by the worst path in the final layout: 47.81%
  – Maximum clock skew at final layout: roughly 8.7 ps
  – Final Setup Violations: 0
  – Peak Freq: 298.8 MHz
  – Aggregate negative setup slack: 0 ps

Floorplan
  – Die Span Y: 122.9 um
  – FP Rows: 43
  – Die extent in x: 122.9 um
  – Starting density of the core: 51.86%
  – Area inside the core boundary: approximately 0.014 mm^2
  – I/O Pins: 36
  – DIE AREA: roughly 0.015 mm^2

Run
  – Stage-log warning count: 39
  – Maximum capacitance violations: 0

Min path
  – Type of the tightest min-delay check: reg2reg
[metrics by stage]
| step | total power, uW | instance area (um^2) | setup slack (ps) | hold slack [ps] |
|---|---|---|---|---|
| 3_3_place_gp | 1285 | 7680 | 3263 | 423.0 |
| 5_1_grt | 2364 | 8322 | 3508 | 455.2 |
| 2_1_floorplan | 1221 | 7311 | 4024 | 419.8 |
| 6_report | 2270 | 8322 | 3653 | 440.2 |
| 4_1_cts | 2289 | 8322 | 3669 | 438.8 |
| 3_5_place_dp | 1290 | 7680 | 3240 | 423.2 |
[worst register-to-register path: stages, from the launching register on]
cell      delay [ps]
dfxtp_1          320
ha_1             330
o21ai_0          460
o21ai_0          190
a31oi_1          220
xnor2_1          180
ha_1             190
inv_1             40
ha_1             260
a211oi_1         210
[power breakdown]
group	switching (uW)	internal, uW	total [uW]	leakage [uW]
logic	124	98.9	223	0.00189
clock network	379	622	1000	0.000312
registers	30.8	1020	1050	0.00138
[logic make-up after synthesis]
group / Yosys count / synth area share (%)
AOI/OAI and AO/OA: 144 / 14.51
DFF: 168 / 46.00
adders and majority gates: 37 / 6.332
and+or+nand+nor: 217 / 15.59
buffers and inverters: 67 / 3.594
muxes: 62 / 8.574
xor gates and xnor gates: 45 / 5.391
[worst paths after layout]
path / startpoint / to / slack (ps) / depth (start not counted)
worst min-delay path: flop / n5.f[6]$_SDFFE_PP0P_ / 440 / 1
worst max register to register: n3.f[3]$_SDFFE_PP0P_ / n6.xa[13]$_SDFFE_PP0P_ / 4520 / 9
worst max-delay path: en / flop / 3650 / 5
worst min register to register: flop / n5.f[6]$_SDFFE_PP0P_ / 440 / 1
[area by class of cell]
class / instances / area [um^2]
tap: 180 / 225.2
sequential: 168 / 3363
clock buffer: 20 / 456.7
fill: 1168 / 5774
clock inverter: 12 / 185.2
inverter: 29 / 108.9
multi-input combinational: 505 / 3687
timing repair buffer: 31 / 295.3
[cells in the final DEF (no fill, tap or decap), types with 3 or more instances in the layout]
cell type	Yosys	routed
nand2b_1	17	17
and4_1	6	6
nor2_1	82	81
o2111ai_1	6	6
a31oi_1	4	4
nor3b_1	4	4
bufinv_16	0	4
or3_1	3	3
a2111oi_0	4	4
nand3b_1	6	6
inv_6	0	4
nand2_1	23	23
a21o_1	9	9
and3_1	7	7
buf_4	0	6
mux2i_1	57	57
inv_1	29	29
nor3_1	8	8
mux2_2	5	5
ha_1	37	37
xnor2_1	32	32
dfxtp_1	168	168
and2_1	13	13
clkdlybuf4s50_1	0	25
nor2b_1	3	3
clkbuf_16	0	17
xor2_1	13	13
o31ai_1	5	5
nor4_1	13	13
o21ai_0	19	19
or4_1	10	10
a21oi_1	30	30
a211oi_1	13	13
nand3_1	13	13
a22o_1	36	36
[per-layer routing]
layer / track usage [%] / wire [um] / part of all wire [%]
met5: 0 / 0 / 0
met2: 34.20 / 6842 / 47
met3: 2.825 / 372 / 2.5
met4: 2.591 / 144 / 0.98
met1: 31.42 / 7267 / 50
Power is estimated from default activity; no workload was simulated.
